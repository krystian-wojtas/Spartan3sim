[design/flow/design.v]
module Counter #(
        parameter MAX=4,
        parameter K=1,
        parameter DELAY=0,
        parameter WIDTH=32
) (
        input         CLKB,
        input         en,   
        input         rst,  
        input         sig,  
        output reg [WIDTH-1:0] cnt = {WIDTH{1'b0}},
        output        full  
);
   always @(posedge CLKB)
      if(rst)
         cnt <= 0;
      else if(en & sig)
         if(cnt < MAX)
            cnt <= cnt + K;
         else
            cnt <= DELAY;
   assign full = (cnt == MAX);
endmodule
module Sync
#(
   parameter H_S  = 2*800,
   parameter H_FP = 2*16,
   parameter H_PW = 2*96,
   parameter H_BP = 2*48,
   parameter V_S  = 521,
   parameter V_PW = 2,
   parameter V_FP = 10,
   parameter V_BP = 29
) (
   input         CLK50MHZ,
   input         RST,
   output        VGA_HSYNC,
   output        VGA_VSYNC,
   output [10:0] x,
   output [10:0] y,
   output        displaying
);
        wire [10:0] i;
        wire        h;
        Counter #(
                .MAX(H_S)
        ) Counter_h (
                .CLKB(CLK50MHZ),
                .en(1'b1),
                .rst(RST),
                .sig(1'b1),  
                .cnt(i),
                .full(h)
        );
        wire [9:0] j;
        Counter #(
                .MAX(V_S)
        ) Counter_v (
                .CLKB(CLK50MHZ),
                .en(1'b1),
                .rst(RST),
                .sig(h),  
                .cnt(j)
        );
        assign displaying = (
            i >= H_PW + H_BP &&
            i <  H_S  - H_FP &&
            j >= V_PW + V_BP &&
            j <= V_S  - V_FP
        );
        assign VGA_HSYNC = (i >  H_PW);
        assign VGA_VSYNC = (j >= V_PW);
        assign x = i - H_PW - H_BP;
        assign y = j - V_PW - V_BP;
endmodule
[design/flow/run.sh]
#!/bin/bash
# OpenROAD 26Q1-2900-gdf79404cd8, Yosys 0.63+post, stock flow scripts
make -C /OpenROAD-flow-scripts/flow DESIGN_CONFIG=/design/flow/config.mk WORK_HOME=/design/flow/orfs finish
[design/flow/config.mk]
export PLATFORM = sky130hd
export DESIGN_NAME = Sync
export DESIGN_NICKNAME = Sync
export VERILOG_FILES = /design/flow/design.v
export SDC_FILE = /design/flow/constraint.sdc
export NUM_CORES = 4
export LEC_CHECK = 1
export CORE_UTILIZATION = 30
[design/flow/constraint.sdc]
current_design Sync

set clk_period 3.4
set clk_io_pct 0.2

create_clock -name clk0 -period $clk_period [get_ports {CLK50MHZ}]

set non_clock_inputs [all_inputs -no_clocks]
set_input_delay [expr $clk_period * $clk_io_pct] -clock clk0 $non_clock_inputs
set_output_delay [expr $clk_period * $clk_io_pct] -clock clk0 [all_outputs]
==> impl_metrics.xml <==
<?xml version="1.0" encoding="UTF-8"?>
<metrics>
  <group name="setup_path">
    <metric name="timing.critical_path.arrival" unit="ns">2.46</metric>
    <metric name="cp_max_fo" unit="">7</metric>
    <metric name="start_kind" unit="">register</metric>
    <metric name="critical_path_class" unit="">register to output port</metric>
    <metric name="worst-r2r-setup-slack" unit="ns">1.19</metric>
    <metric name="setup.worst_path.end_class" unit="">output port</metric>
    <metric name="worstPathRequired" unit="ns">2.72</metric>
  </group>
  <group name="power">
    <metric name="vdd_drop_max" unit="uV">239</metric>
    <metric name="p_leak" unit="uW">0.00128</metric>
    <metric name="p_per_area" unit="nW/um^2">436</metric>
    <metric name="swShare" unit="%">21.5</metric>
    <metric name="intPower" unit="uW">1160</metric>
    <metric name="total_power" unit="uW">1470</metric>
    <metric name="power_frac_comb" unit="%">3.7</metric>
    <metric name="p_sw" unit="uW">316</metric>
    <metric name="seqPwrFrac" unit="%">53.0</metric>
    <metric name="pwr-share-clk" unit="%">43.3</metric>
  </group>
  <group name="cts">
    <metric name="postCtsSetupBuffers" unit="">0</metric>
    <metric name="clk_latency" unit="ns">0.33</metric>
    <metric name="cts-hold-fix-buffers" unit="">0</metric>
    <metric name="clock_tree_from_tritoncts" unit="">done</metric>
    <metric name="cts_sinks" unit="">64</metric>
    <metric name="clock_tree.buffer_depth" unit="">2</metric>
    <metric name="h-tree-depth" unit="">3</metric>
    <metric name="clock_root_buffer_master" unit="">clkbuf_8</metric>
    <metric name="cts_resized" unit="">0</metric>
    <metric name="cts_buffers" unit="">9</metric>
    <metric name="clk_transition_reported_paths" unit="ns">0.08</metric>
  </group>
  <group name="floorplanning">
    <metric name="die_width" unit="um">98.7</metric>
    <metric name="design.portCount" unit="">27</metric>
    <metric name="fp-utilization" unit="%">31.5</metric>
    <metric name="fp-row-count" unit="">34</metric>
    <metric name="core_area" unit="um^2">8890</metric>
    <metric name="chipArea" unit="um^2">9740</metric>
    <metric name="die_h" unit="um">98.7</metric>
  </group>
  <group name="synthesis">
    <metric name="synth.cells.most_frequent" unit="">dfxtp_1, nor2_1, nand2_1, nand3_1</metric>
    <metric name="synth.avg_cell_area" unit="um^2">9.07</metric>
    <metric name="portion_of_synthesized_cell_area_occupied_by_the_leading_cell_type" unit="%">45.7</metric>
    <metric name="synth-cells-yosys" unit="">309</metric>
    <metric name="post_synth_instance_area" unit="um^2">2800</metric>
    <metric name="synth.largest_area_cell" unit="">dfxtp_1</metric>
    <metric name="numSynthFlops" unit="">64</metric>
    <metric name="ys_types" unit="">44</metric>
    <metric name="synth-area-yosys" unit="um^2">2800</metric>
    <metric name="synth.most_common_cell" unit="">dfxtp_1</metric>
    <metric name="seq_area_frac_synth" unit="%">45.7</metric>
    <metric name="ys_dominant_reg_cell" unit="">dfxtp_1</metric>
    <metric name="yosys_warnings" unit="">4</metric>
    <metric name="edf_count" unit="">0</metric>
    <metric name="postSynthCellCount" unit="">309</metric>
    <metric name="synth.top_cells.by_area" unit="">dfxtp_1, nor2_1, ha_1</metric>
    <metric name="async_flop_share" unit="%">0</metric>
  </group>
  <group name="timing">
    <metric name="clock_skew" unit="ns">0.0163</metric>
    <metric name="slew_violations" unit="">0</metric>
    <metric name="finalClockPeriodUsage" unit="%">92.3</metric>
    <metric name="timing.final.hold_violations" unit="">0</metric>
    <metric name="finalCriticalPeriod" unit="ns">3.14</metric>
    <metric name="setup_viol" unit="">0</metric>
    <metric name="maxSlewHeadroom" unit="%">40.7</metric>
    <metric name="setup-tns-final" unit="ns">0</metric>
    <metric name="grt_setup_unrepaired" unit="">no</metric>
    <metric name="worst_pin_slew" unit="ns">0.882</metric>
    <metric name="fmaxAchievable" unit="MHz">319</metric>
  </group>
  <group name="placed_design">
    <metric name="last_weighted_congestion_value_of_the_routability_driven_placer" unit="">0.799</metric>
    <metric name="portBuffers" unit="">26</metric>
    <metric name="dp.final_hpwl" unit="mm">3.74</metric>
  </group>
  <group name="min_path">
    <metric name="hold_class" unit="">register to register</metric>
  </group>
  <group name="grt">
    <metric name="grt_first_pass_wirelength" unit="mm">9.38</metric>
    <metric name="grt-ovfl-total" unit="">0</metric>
    <metric name="grt_max_degree" unit="">27</metric>
    <metric name="grt_pass1_vias" unit="">1955</metric>
    <metric name="global_route.usage.total" unit="%">12.1</metric>
    <metric name="initial_antenna_violation_count" unit="">0</metric>
  </group>
  <group name="detailed_routing">
    <metric name="antennaDiodeCount" unit="">0</metric>
    <metric name="route.detailed.wl_per_inst" unit="um">11.8</metric>
    <metric name="firstDrtPassIters" unit="">4</metric>
    <metric name="final_antenna_net_count" unit="">0</metric>
    <metric name="vias_per_cell" unit="">4.79</metric>
    <metric name="drc" unit="">0</metric>
    <metric name="route.final.wire_length" unit="mm">5.46</metric>
    <metric name="vias_post_dr" unit="">2210</metric>
    <metric name="initialDrtViolationCount" unit="">61</metric>
  </group>
  <group name="cells_and_area">
    <metric name="final_core_occ" unit="%">38.0</metric>
    <metric name="fraction_of_final_layout_cells_sized_beyond_drive_strength_1" unit="%">8.22</metric>
    <metric name="layout.area.comb" unit="um^2">1440</metric>
    <metric name="fillers" unit="">883</metric>
    <metric name="area_delta_synth_final" unit="%">20.5</metric>
    <metric name="regArea" unit="um^2">1280</metric>
  </group>
  <group name="status">
    <metric name="outcome" unit="">completed</metric>
  </group>
  <group name="flow_run">
    <metric name="warnings" unit="">30</metric>
    <metric name="max_cap_viol_count" unit="">0</metric>
  </group>
</metrics>
area by class of cell:
| cell class | instances | area share (%) |
|---|---|---|
| Clock buffer | 11 | 4.19 |
| Inverter | 10 | 1.11 |
| Timing Repair Buffer | 30 | 8.59 |
| Multi-Input combinational cell | 233 | 42.5 |
| Sequential cell | 64 | 37.9 |
| Clock inverter | 5 | 1.67 |
| Tap cell | 108 | 4.00 |
metal layers:
metal / wire [um] / vias up / GRT usage (%)
met5: 0 / - / 0
met4: 80 / 0 / 1.38
met3: 319 / 8 / 3.68
met2: 2390 / 60 / 18.3
met1: 2670 / 979 / 17.9
li1: - / 1163 / -
layout by cell type (no fill, tap or decap), types with 2 or more instances in the layout:
master and count:
nor4_1 15, or4_1 5, ha_1 8, a31oi_1 15, inv_1 10, a21oi_1 10, nand3_1 17, xor2_1 11
o31ai_1 2, buf_4 4, clkbuf_8 10, nand2_1 17, nor4_2 3, conb_1 21, nand4_1 5, xnor2_1 10
a41oi_1 7, dfxtp_1 64, nor2_1 46, nor3_1 6, and3_1 9, and4_1 5, clkdlybuf4s50_1 26, clkinv_2 2
and2_1 2, a211oi_1 2
per-stage QoR:
step	instances	hold slack (ns)	worst slack, ns	area, um^2
after floorplan	329	0.441	1.21	2880
after global placement	445	0.458	0.674	3180
after detailed placement	445	0.465	0.633	3180
after CTS	461	0.479	0.238	3380
after global routing	461	0.503	0.0317	3380
final	461	0.475	0.263	3380
final timing paths:
check	start	to	cells after the start
worst max-delay path	Counter_v.cnt[1]	displaying	6
worst min-delay path	Counter_v.cnt[15]	Counter_v.cnt[15]	2
worst max register to register	Counter_h.cnt[8]	Counter_v.cnt[7]	5
worst min register to register	Counter_v.cnt[15]	Counter_v.cnt[15]	2
critical path, cell delays in order, from the launching register on:
cell	delay (ns)
dfxtp_1	0.43
ha_1	0.29
and4_1	0.37
or4_1	0.20
nor2_1	0.05
nor4_1	0.27
clkdlybuf4s50_1	0.51
cell families (layout without fill, tap and decap cells):
group / Yosys count / count (layout) / synth area share (%)
compound gates: 43 / 43 / 11.0
buf+inv: 32 / 56 / 5.76
flops: 64 / 64 / 45.7
other cells: 1 / 21 / 0.134
simple gates: 140 / 140 / 27.3
fa+ha+maj: 8 / 8 / 3.57
xor+xnor: 21 / 21 / 6.56
sequential cells by signal, indices dropped and copies added (netlist names):
name	flops
Counter_h.cnt	32
Counter_v.cnt	32
power groups by stage:
stage | clock [uW] | combinational [uW] | sequential [uW]
5_1_grt | 696 | 62.8 | 783
4_1_cts | 663 | 56.1 | 780
6_report | 637 | 55.1 | 781
Power and IR drop assume default switching activity.
