--- run.sh ---
#!/bin/bash
# OpenROAD 26Q1-2900-gdf79404cd8, Yosys 0.63+post, stock flow scripts
make -C /OpenROAD-flow-scripts/flow DESIGN_CONFIG=/design/flow/config.mk WORK_HOME=/design/flow/orfs finish
--- config.mk ---
export PLATFORM = sky130hd
export DESIGN_NAME = PS2
export DESIGN_NICKNAME = PS2
export VERILOG_FILES = /design/flow/design.v
export SDC_FILE = /design/flow/constraint.sdc
export NUM_CORES = 4
export LEC_CHECK = 1
export CORE_AREA = 10 10 101 101
export DIE_AREA = 0 0 111 111
--- constraint.sdc ---
current_design PS2

set clk_period 3.7
set clk_io_pct 0.2

create_clock -name clk0 -period $clk_period [get_ports {clk}]

set non_clock_inputs [all_inputs -no_clocks]
set_input_delay [expr $clk_period * $clk_io_pct] -clock clk0 $non_clock_inputs
set_output_delay [expr $clk_period * $clk_io_pct] -clock clk0 [all_outputs]
--- design.v ---
`timescale 1ns / 1ps
module PS2 (
    input wire        clk,
    input wire        rst,
    input wire        wr_ps2,
    inout wire        ps2d,
    inout wire        ps2c,
    input wire [7:0]  cmd,
    output wire [7:0] data_out,
    output wire       received,
    output wire       sended
);
   reg [7:0] filter_reg;
   wire [7:0] filter_next;
   reg f_ps2c_reg;
   wire f_ps2c_next;
   wire fall_edge;
   always @(posedge clk, posedge rst)
   if (rst)
      begin
         filter_reg <= 0;
         f_ps2c_reg <= 0;
      end
   else
      begin
         filter_reg <= filter_next;
         f_ps2c_reg <= f_ps2c_next;
      end
   assign filter_next = {ps2c, filter_reg[7:1]};
   assign f_ps2c_next = (filter_reg==8'b11111111) ? 1'b1 :
                        (filter_reg==8'b00000000) ? 1'b0 :
                         f_ps2c_reg;
   assign fall_edge = f_ps2c_reg & ~f_ps2c_next;
   assign ps2c_neg = fall_edge;
   wire tx_idle;
   ps2_tx ps2_tx_unit
      (.clk(clk), .reset(rst), .wr_ps2(wr_ps2),
       .din(din), .ps2d(ps2d), .ps2c(ps2c),
       .tx_idle(tx_idle), .tx_done_tick(tx_done_tick));
   ps2_rx ps2_rx_unit
      (.clk(clk), .reset(rst), .rx_en(tx_idle),
       .ps2d(ps2d), .ps2c(ps2c),
       .rx_done_tick(rx_done_tick), .dout(dout));
endmodule
module ps2_rx
   (
    input wire clk, reset,
    input wire ps2d, ps2c, rx_en,
    output reg rx_done_tick,
    output wire [7:0] dout
   );
   localparam [1:0]
      idle = 2'b00,
      dps  = 2'b01,
      load = 2'b10;
   reg [1:0] state_reg, state_next;
   reg [7:0] filter_reg;
   wire [7:0] filter_next;
   reg f_ps2c_reg;
   wire f_ps2c_next;
   reg [3:0] n_reg, n_next;
   reg [10:0] b_reg, b_next;
   wire fall_edge;
   always @(posedge clk, posedge reset)
   if (reset)
      begin
         filter_reg <= 0;
         f_ps2c_reg <= 0;
      end
   else
      begin
         filter_reg <= filter_next;
         f_ps2c_reg <= f_ps2c_next;
      end
   assign filter_next = {ps2c, filter_reg[7:1]};
   assign f_ps2c_next = (filter_reg==8'b11111111) ? 1'b1 :
                        (filter_reg==8'b00000000) ? 1'b0 :
                         f_ps2c_reg;
   assign fall_edge = f_ps2c_reg & ~f_ps2c_next;
   always @(posedge clk, posedge reset)
      if (reset)
         begin
            state_reg <= idle;
            n_reg <= 0;
            b_reg <= 0;
         end
      else
         begin
            state_reg <= state_next;
            n_reg <= n_next;
            b_reg <= b_next;
         end
   always @*
   begin
      state_next = state_reg;
      rx_done_tick = 1'b0;
      n_next = n_reg;
      b_next = b_reg;
      case (state_reg)
         idle:
            if (fall_edge & rx_en)
               begin
                  b_next = {ps2d, b_reg[10:1]};
                  n_next = 4'b1001;
                  state_next = dps;
               end
         dps:  
            if (fall_edge)
               begin
                  b_next = {ps2d, b_reg[10:1]};
                  if (n_reg==0)
                     state_next = load;
                  else
                     n_next = n_reg - 1;
               end
         load:  
            begin
               state_next = idle;
               rx_done_tick = 1'b1;
            end
      endcase
   end
   assign dout = b_reg[8:1];  
endmodule
module ps2_tx
   (
    input wire clk, reset,
    input wire wr_ps2,
    input wire [7:0] din,
    inout wire ps2d, ps2c,
    output reg tx_idle, tx_done_tick
   );
   localparam [2:0]
      idle  = 3'b000,
      rts   = 3'b001,
      start = 3'b010,
      data  = 3'b011,
      stop  = 3'b100;
   reg [2:0] state_reg, state_next;
   reg [7:0] filter_reg;
   wire [7:0] filter_next;
   reg f_ps2c_reg;
   wire f_ps2c_next;
   reg [3:0] n_reg, n_next;
   reg [8:0] b_reg, b_next;
   reg [12:0] c_reg, c_next;
   wire par, fall_edge;
   reg ps2c_out, ps2d_out;
   reg tri_c, tri_d;
   always @(posedge clk, posedge reset)
   if (reset)
      begin
         filter_reg <= 0;
         f_ps2c_reg <= 0;
      end
   else
      begin
         filter_reg <= filter_next;
         f_ps2c_reg <= f_ps2c_next;
      end
   assign filter_next = {ps2c, filter_reg[7:1]};
   assign f_ps2c_next = (filter_reg==8'b11111111) ? 1'b1 :
                        (filter_reg==8'b00000000) ? 1'b0 :
                         f_ps2c_reg;
   assign fall_edge = f_ps2c_reg & ~f_ps2c_next;
   always @(posedge clk, posedge reset)
      if (reset)
         begin
            state_reg <= idle;
            c_reg <= 0;
            n_reg <= 0;
            b_reg <= 0;
         end
      else
         begin
            state_reg <= state_next;
            c_reg <= c_next;
            n_reg <= n_next;
            b_reg <= b_next;
         end
   assign par = ~(^din);
   always @*
   begin
      state_next = state_reg;
      c_next = c_reg;
      n_next = n_reg;
      b_next = b_reg;
      tx_done_tick = 1'b0;
      ps2c_out = 1'b1;
      ps2d_out = 1'b1;
      tri_c = 1'b0;
      tri_d = 1'b0;
      tx_idle = 1'b0;
      case (state_reg)
         idle:
            begin
               tx_idle = 1'b1;
               if (wr_ps2)
                  begin
                     b_next = {par, din};
                     c_next = 13'h1fff;  
                     state_next = rts;
                  end
            end
         rts:    
            begin
               ps2c_out = 1'b0;
               tri_c = 1'b1;
               c_next = c_reg - 1;
               if (c_reg==0)
                  state_next = start;
            end
         start:   
            begin
               ps2d_out = 1'b0;
               tri_d = 1'b1;
               if (fall_edge)
                  begin
                     n_next = 4'h8;
                     state_next = data;
                  end
            end
         data:    
            begin
               ps2d_out = b_reg[0];
               tri_d = 1'b1;
               if (fall_edge)
                  begin
                     b_next = {1'b0, b_reg[8:1]};
                     if (n_reg == 0)
                        state_next = stop;
                     else
                        n_next = n_reg - 1;
                  end
            end
         stop:    
            if (fall_edge)
               begin
                  state_next = idle;
                  tx_done_tick = 1'b1;
               end
      endcase
   end
   assign ps2c = (tri_c) ? ps2c_out : 1'bz;
   assign ps2d = (tri_d) ? ps2d_out : 1'bz;
endmodule
==> results.txt <==
Results of the flow run.

The number of sinks on the clock net stands at 31. After synthesis, the share of flip-flops with an asynchronous set or reset is 100.0%. Of the total synthesized cell area, the portion taken by AND, OR, NAND and NOR gates is 23.11%. It got as far as 4_1_cts and failed there. 23 I/O pins were placed. Among all cell types in the netlist, the one instantiated most often is sky130_fd_sc_hd__dfrtp_1. The area fraction in full adders, half adders and majority gates stands at 2.467%.

The number of enable-type register cells in the synthesized netlist stands at 0. The clock passes through at most 2 buffers. The weighted congestion at the end of routability-driven global placement stands at 0.7980. The portion of synthesized area spent on multiplexers is 1.398%. The synthesis report names the predominant flop master as sky130_fd_sc_hd__dfrtp_1. The xor-xnor portion of the synthesized cell area stands at 4.030%. The post-cts repair resize count stands at 0.

The tool reported: "[error] [KeplerFormal.cpp:679] Workflow failed: Iso has multiple drivers: .ps2c0, _122_.Y0". The H-tree was split into 2 levels. The post-synthesis cell type count stands at 41.

Once the floorplan was initialized, standard cells occupied 18.70% of the core. The wire-length estimate of the detail-placed layout is 1856 um. The synthesized area stands at 1521 um^2. The number of clock buffers added by TritonCTS is 5. For this design, Yosys synthesis ends with a cell count of 149. Once synthesis finished, the tally of register bits stood at 31. The flow did not finish. The fraction of post-synthesis cell area in the top cell type by area stands at 49.34%.

The area after detailed placement stands at 1623 um^2. Clock tree synthesis selected as its root buffer the cell sky130_fd_sc_hd__clkbuf_8. The number of warnings reported in the yosys synthesis log stands at 23. In this run the post-CTS setup repair buffer count came out at 0. The floorplan has 33 rows. The post-synthesis cell count stands at 149. Yosys attributes the largest share of cell area to sky130_fd_sc_hd__dfrtp_1 49%, sky130_fd_sc_hd__buf_4 4.9%, sky130_fd_sc_hd__nand2_1 4.9%. The die boundary width stands at 111 um. The area share of and-or/or-and cells after synthesis stands at 9.211%. Yosys reports a chip area of 1521 um^2. From bottom edge to top edge, the die measures 111 um. Looking at area per cell type in the netlist, the leader is sky130_fd_sc_hd__dfrtp_1.

In the synthesized netlist, the dominant kind of combinational cell is simple AND/OR/NAND/NOR gates. Ranked by instance count, the synthesized netlist is headed by 30 x sky130_fd_sc_hd__dfrtp_1, 20 x sky130_fd_sc_hd__nand2_1, 10 x sky130_fd_sc_hd__buf_4, 10 x sky130_fd_sc_hd__inv_1, 9 x sky130_fd_sc_hd__o21ai_0. The sequential cell area fraction in the yosys report stands at 51.07%. After synthesis, the mean cell area works out to 10.21 um^2. For this design, the CTS-stage hold fixing added 0 buffers. The placement report lists the number of port buffers as 2.
## cell families after synthesis
family	Yosys count
muxes	2
buffers and inverters	24
other	1
adders and majority gates	3
AOI/OAI and AO/OA	21
xor gates and xnor gates	7
and+or+nand+nor	60
DFF	31
## metrics by stage
stage | setup slack [ns] | power, mW | instances
after global placement | 1.505 | 0.6925 | 252
after floorplan | 2.092 | 0.6581 | 158
after detailed placement | 1.504 | 0.6954 | 252
Power is estimated from default activity; no workload was simulated.
