### flow/config.mk
export PLATFORM = sky130hd
export DESIGN_NAME = DacSpi
export DESIGN_NICKNAME = DacSpi
export VERILOG_FILES = /design/flow/design.v
export SDC_FILE = /design/flow/constraint.sdc
export NUM_CORES = 4
export LEC_CHECK = 1
export CORE_UTILIZATION = 40
### flow/constraint.sdc
current_design DacSpi

set clk_period 3.6
set clk_io_pct 0.2

create_clock -name clk0 -period $clk_period [get_ports {CLK50MHZ}]

set non_clock_inputs [all_inputs -no_clocks]
set_input_delay [expr $clk_period * $clk_io_pct] -clock clk0 $non_clock_inputs
set_output_delay [expr $clk_period * $clk_io_pct] -clock clk0 [all_outputs]
### flow/design.v
module DacSpi (
   input RST,
   input CLK50MHZ,
   output SPI_SCK,
   output DAC_CLR,
   output DAC_CS,
   output SPI_MOSI,
   input	DAC_OUT,
   input [11:0] data,
   input [3:0] address,
   input [3:0] command,
   output [31:0] dac_datareceived,
   input dactrig,
   output dacdone
);
   localparam WIDTH=32;
   wire tick_neg;
   wire spi_sck;
   ModClk #(
      .DIV(6)
   ) ModClk_(
      .CLK50MHZ(CLK50MHZ),
      .rst(dactrig),
      .clk_hf(spi_sck),  
      .neg_trig(tick_neg)
   );
   wire [WIDTH-1:0] dacdatatosend = {8'h80, command, address, data, 4'h1};
   Spi #(
      .WIDTH(WIDTH)
   ) Spi_ (
      .CLKB(CLK50MHZ),
      .RST(RST),
      .spi_cs(DAC_CS),
      .spi_mosi(SPI_MOSI),
      .spi_miso(DAC_OUT),
      .data_in(dacdatatosend),
      .data_out(dac_datareceived),
      .trig(dactrig),
      .ready(dacdone),
      .clk(CLK50MHZ),
      .tick(tick_neg)
   );
   assign SPI_SCK = (~dacdone) ? spi_sck : 1'b0;
   assign DAC_CLR = ~RST;
endmodule
module Counter #(
        parameter MAX=4,
        parameter K=1,
        parameter DELAY=0,
        parameter WIDTH=32
) (
        input         CLKB,
        input         en,   
        input         rst,  
        input         sig,  
        output reg [WIDTH-1:0] cnt = {WIDTH{1'b0}},
        output        full  
);
   always @(posedge CLKB)
      if(rst)
         cnt <= 0;
      else if(en & sig)
         if(cnt < MAX)
            cnt <= cnt + K;
         else
            cnt <= DELAY;
   assign full = (cnt == MAX);
endmodule
module ModClk #(
	parameter DIV=2
) (
	input CLK50MHZ,
	input rst,
	output clk_hf,  
	output neg_trig,
	output pos_trig
);
function integer log2;
   input integer value;
   begin
      value = value-1;
      for (log2=0; value>0; log2=log2+1)
        value = value>>1;
   end
endfunction
   localparam WIDTH = log2(DIV);
   wire [WIDTH-1:0] cnt;
   Counter #(
      .MAX(DIV-1),
      .WIDTH(WIDTH)
   ) counter_ (
      .CLKB(CLK50MHZ),
      .en(1'b1),
      .sig(1'b1),
      .rst(rst),
      .cnt(cnt)
   );
   assign clk_hf = (cnt > (DIV-1)/2);
   assign neg_trig = (cnt == (DIV-1)%DIV);
   assign pos_trig= (cnt == (DIV-1)/2);
endmodule
module Serial  #(
   parameter WIDTH=32
) (
   input RST,
   input CLKB,
   input rx,
   output tx,
   input [WIDTH-1:0] data_in,
   output [WIDTH-1:0] data_out,
   input trig,
   output reg ready = 1'b1,
   input tick
);
   wire sent_all_bits;
   Counter #(
      .MAX(WIDTH-1)
   ) Counter_bits (
      .CLKB(CLKB),
      .en(1'b1),    
      .rst(ready),  
      .sig(tick),   
      .full(sent_all_bits)  
   );
   Shiftreg #(
      .WIDTH(WIDTH)
   ) Shiftreg_ (
      .CLKB(CLKB),
      .en(~ready),
      .set(trig),  
      .tick(tick),
      .rx(rx),
      .tx(tx),
      .data_in(data_in),
      .data_out(data_out)
   );
   always @(posedge CLKB)
   if(RST)
      ready <= 1'b1;
   else if(sent_all_bits && tick)
      ready <= 1'b1;
   else if(trig)
      ready <= 1'b0;
endmodule
module Shiftreg #(
   parameter WIDTH=8
) (
   input  CLKB,
   input  en,
   input  set,   
   input  tick,  
   input  rx,
   output tx,
   input  [WIDTH-1:0] data_in,
   output [WIDTH-1:0] data_out
);
   reg [WIDTH-1:0] shiftreg = {WIDTH{1'b0}};
   always @(posedge CLKB) begin
      if(set)
         shiftreg <= data_in;
      else if(en & tick)
	 shiftreg <= { shiftreg[WIDTH-2:0], rx };
   end
   assign tx = shiftreg[WIDTH-1];
   assign data_out = shiftreg;
endmodule
module Spi #(
   parameter WIDTH=32
) (
   input RST,
   input CLKB,
   output spi_sck,
   output spi_cs,
   input spi_miso,
   output spi_mosi,
   input [WIDTH-1:0] data_in,
   output [WIDTH-1:0] data_out,
   input trig,
   output ready,
   input clk,
   input tick
);
   wire ready_;
   assign ready = ready_;
   Serial #(
      .WIDTH(WIDTH)
   ) Serial_ (
      .CLKB(CLKB),
      .RST(RST),
      .rx(spi_miso),
      .tx(spi_mosi),
      .data_in(data_in),
      .data_out(data_out),
      .trig(trig),
      .ready(ready_),
      .tick(tick)
   );
   assign spi_cs = ready_;
   assign spi_sck = (~ready_) ? clk : 1'b0;
endmodule
### flow/run.sh
#!/bin/bash
# OpenROAD 26Q1-2900-gdf79404cd8, Yosys 0.63+post, stock flow scripts
make -C /OpenROAD-flow-scripts/flow DESIGN_CONFIG=/design/flow/config.mk WORK_HOME=/design/flow/orfs finish
==> flow_summary.json <==
{
  "maxSlewViolCount": 0,
  "yosysCellCount": 345,
  "wirelength_mm": 7.058,
  "antenna_found_initial": 0,
  "cap_violations": 0,
  "cts_tree": "built",
  "relSlewSlack_pct": 30.56,
  "postCtsSetupBuffers": 0,
  "ir_drop_mv": 0.1763,
  "post_cts_resized": 0,
  "grt_max_degree": 33,
  "cts.clk_slew.worst_paths_ns": 0.07,
  "drt-met1-wl_mm": 3.563,
  "sw_frac_of_total_pct": 20.30,
  "cts_max_path_buffers": 2,
  "coreArea_mm2": 0.007331,
  "synth_area_mm2": 0.003065,
  "fin_ws_ns": 1.160,
  "p_sw_w": 0.0003418,
  "final_core_util_pct": 54.17,
  "die_h_um": 89.54,
  "p_clk_share_pct": 45.2,
  "pre_cts_ws_ns": 1.250,
  "avgSynthCellArea_um2": 8.885,
  "drc": 0,
  "critical-path-top-delay-family": "flip-flops",
  "antenna_left": 0,
  "cpMaxStageDelayCell": "dfxtp_1",
  "yosys_area_mm2": 0.003065,
  "p_seq_share_pct": 48.9,
  "mux_area_share_pct": 0.6531,
  "hpwlAfterDp_mm": 4.860,
  "vias": 2618,
  "wl_per_cell_um": 14.00,
  "aoi_share_pct": 12.08,
  "crit_buf_inv": 1,
  "fmax_mhz": 409.9,
  "critPathLaunchType": "register",
  "internal_power_w": 0.001342,
  "clock_tree.root_cell": "clkbuf_8",
  "cp_max_fo": 19,
  "grt_usage_pct": 18.25,
  "grt_pass1_wl_mm": 11.01,
  "initCoreUtil_pct": 41.82,
  "criticalPathCategory": "register to output port",
  "fillers": 652,
  "syn2layout_area_growth_pct": 29.55,
  "synth-simple-area-share_pct": 26.08,
  "topCombFamilyByArea": "simple AND/OR/NAND/NOR gates",
  "layout_min_cycle_time_ns": 2.440,
  "ys_sh_adder_pct": 1.633,
  "synth_seq_share_pct": 50.94,
  "yosysWarnings": 4,
  "xor_share_pct": 3.143,
  "gp_congestion": 0.8462,
  "first_iter_violations": 129,
  "fin_cells": 504,
  "postCtsHoldBufs": 0,
  "route.met2.wl_mm": 3.097,
  "status": "finished clean",
  "clk_latency_ns": 0.34,
  "skew_ns": 0.007356,
  "grt_remaining_overflow": 0,
  "fin_tns_setup_ns": 0,
  "drive_gt1_share_pct": 7.654,
  "top_layer": "met4",
  "route.met3.wl_um": 304,
  "worstPathCellList": "clkdlybuf4s50_1",
  "cts_sinks": 68,
  "flop_cell": "dfxtp_1",
  "cts_buffers": 9,
  "first_global_vias": 2259,
  "ys_ff": 68,
  "critPathRequiredTime_ns": 2.88,
  "insertedDiodeCount": 0,
  "routed_via_density": 5.194,
  "ys_types": 38,
  "max_stage_delay_ns": 0.79,
  "worst_slew_pin_slew_ns": 1.032,
  "rsz0062_at_grt": "false",
  "pin_count": 61,
  "drt_pass1_iterations": 4,
  "hp-class": "register to register",
  "core.rowCount": 31,
  "powerDensity_mw_per_mm2": 424.0,
  "finalPower_w": 0.001684,
  "crit_path_end_kind": "output port",
  "htreeDepth": 3,
  "warnings": 27,
  "io_buffer_count": 60,
  "finalSetupViolations": 0,
  "synth-edff-count": 20,
  "p_leak_nw": 1.313,
  "hold_violations": 0,
  "ys_async_sr_fraction_pct": 0,
  "pwr-share-comb_pct": 5.8,
  "finalClockPeriodUsage_pct": 67.77,
  "dp_cells": 488,
  "netlist_instances": 345,
  "cp.arrival_ns": 1.72,
  "chipWidth_um": 89.54,
  "die_area_mm2": 0.008017
}
## Yosys cell counts, types with 2 or more instances
cell type | count | area share, %
nand2_1 | 76 | 9.3
dfxtp_1 | 48 | 31
nor3_1 | 35 | 5.7
o21ai_0 | 21 | 3.4
edfxtp_1 | 20 | 20
a21oi_1 | 14 | 2.3
clkbuf_1 | 14 | 1.7
inv_1 | 13 | 1.6
nor2_1 | 13 | 1.6
nor4_1 | 13 | 2.7
a31oi_1 | 9 | 1.8
nand4_1 | 9 | 1.8
xnor2_1 | 9 | 2.6
nand3_1 | 7 | 1.1
a211oi_1 | 6 | 1.5
ha_1 | 4 | 1.6
and4_1 | 3 | 0.86
buf_2 | 3 | 0.49
a31o_2 | 2 | 0.57
a41oi_1 | 2 | 0.57
and3_1 | 2 | 0.41
buf_4 | 2 | 0.49
buf_6 | 2 | 0.73
mux2i_1 | 2 | 0.65
or4_4 | 2 | 0.73
xor2_1 | 2 | 0.57
## routing by layer
layer | vias up | GRT usage (%)
li1 | 1340 | -
met1 | 1200 | 32.17
met2 | 69 | 25.21
met3 | 9 | 2.154
met4 | 0 | 2.597
met5 | - | 0
## placed cells by master (no fill, tap or decap), types with 6 or more instances in the layout
cell type	count
a31oi_1	9
nand4_1	9
nor2_1	12
a211oi_1	6
clkdlybuf4s50_1	60
clkbuf_8	9
edfxtp_1	20
nor4_1	13
o21ai_0	21
a21oi_1	14
nor3_1	35
nand3_1	7
xnor2_1	9
inv_1	13
buf_4	6
nand2_1	76
dfxtp_1	48
## power groups by stage
stage	logic (W)	registers [W]	clock network (W)
global route	0.000110	0.000827	0.000814
CTS	0.0000994	0.000824	0.000778
finish	0.0000980	0.000824	0.000762
## state kept, by name, summed over array words and instances (netlist names)
| signal | flops |
|---|---|
| Spi_.Serial_.Shiftreg_.shiftreg | 32 |
| Spi_.Serial_.ready | 1 |
| Spi_.Serial_.Counter_bits.cnt | 32 |
| ModClk_.counter_.cnt | 3 |
## layout make-up
type	count	area [um^2]	area share, %
sequential	68	1562	39.32
multi-input combinational	242	1339	33.71
timing repair buffer	66	645.6	16.26
clock buffer	11	173.9	4.379
tap	99	123.9	3.119
clock inverter	5	78.83	1.985
inverter	13	48.80	1.229
## final timing paths
kind / startpoint / end / slack [ns] / cells past startpoint
max: Spi_.Serial_.ready / dacdone / 1.16 / 1
min: Spi_.Serial_.Shiftreg_.shiftreg[2] / Spi_.Serial_.Shiftreg_.shiftreg[3] / 0.47 / 2
max reg2reg: Spi_.Serial_.Counter_bits.cnt[0] / Spi_.Serial_.Counter_bits.cnt[26] / 1.35 / 5
min reg2reg: Spi_.Serial_.Shiftreg_.shiftreg[2] / Spi_.Serial_.Shiftreg_.shiftreg[3] / 0.47 / 2
## cell families (layout without fill, tap and decap cells)
| kind of cell | after synthesis | after routing |
|---|---|---|
| muxes | 2 | 2 |
| xor gates and xnor gates | 11 | 11 |
| buffers and inverters | 35 | 95 |
| adders and majority gates | 4 | 4 |
| and+or+nand+nor | 166 | 166 |
| DFF | 68 | 68 |
| AOI/OAI and AO/OA | 59 | 59 |
## per-stage QoR
step,hold WS [ns],cell area (um^2)
after detailed placement,0.4661,3719
after global placement,0.4609,3719
after floorplan,0.4321,3065
after CTS,0.4780,3971
final,0.4744,3971
after global routing,0.4914,3971
Power figures rest on the tool's default switching activity, not on a simulated workload.
